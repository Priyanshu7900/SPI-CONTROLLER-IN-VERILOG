==> design.v <==
module fsm_spi(
    input wire clk,
    input wire rst,
    input wire tx_enable,
    output reg mosi,
    output reg cs,
    output wire sclk
);
    typedef enum logic [1:0] {idle = 0, start_tx = 1, tx_data = 2, end_tx = 3 } state_type;
    state_type state, next_state;
    reg [7:0] din = 8'b10101010;
    reg spi_sclk = 0;
    reg [2:0] ccount = 0;
    reg [2:0] count = 0;  
    integer bit_count = 0;
   always@(posedge clk)
      begin
     case(next_state)
     idle: 
     begin
     spi_sclk <= 0;
     end
     start_tx : 
     begin
     if(count < 3'b011 || count == 3'b111)
     spi_sclk <= 1'b1;
     else
     spi_sclk <= 1'b0;   
     end
     tx_data:
     begin
     if(count < 3'b011 || count == 3'b111)
     spi_sclk <= 1'b1;
     else
     spi_sclk <= 1'b0; 
     end
     end_tx: 
     begin
     if(count < 3'b011 )
     spi_sclk <= 1'b1;
     else
     spi_sclk <= 1'b0; 
     end
     default : spi_sclk <= 1'b0;
     endcase
     end
      always@(posedge clk)
      begin
        if(rst)
         state <= idle;
       else
         state <= next_state;
      end
     always@(*)
     begin
     case(state)
     idle :
     begin
             mosi = 1'b0;
             cs   = 1'b1;
             if(tx_enable)
             next_state = start_tx;
             else
             next_state = idle;
     end
     start_tx: 
     begin     
           cs = 1'b0;
           if(count == 3'b111)
           next_state = tx_data;
           else
           next_state = start_tx;
     end
     tx_data : 
     begin
          mosi = din[7-bit_count];
          if(bit_count != 8) begin
          next_state = tx_data;
          end
          else
          begin
          next_state = end_tx;
          mosi  = 1'b0;
          end
     end
     end_tx:
     begin
         cs   = 1'b1;
         mosi = 1'b0;
         if(count == 3'b111)
           next_state = idle;
         else
           next_state = end_tx;
     end
     default :  next_state = idle;
     endcase
     end
always@(posedge clk)
begin
case(state)
idle : 
begin
count <= 0;
bit_count <= 0;
end
start_tx : count <= count + 1;
tx_data:
begin
if(bit_count != 8)
        begin
           if(count < 3'b111)
             count <= count + 1;
           else
             begin
             count <= 0;
             bit_count <= bit_count + 1;
             end
        end
end
end_tx : 
begin
count     <= count + 1;
bit_count <= 0;
end
default :
begin
count <= 0;
bit_count <= 0;
end
endcase
end
  assign sclk = spi_sclk;
 endmodule
module spi_slave (
input sclk, mosi,cs,
output [7:0] dout,
output reg done 
);
integer count = 0;
typedef enum logic [1:0] {idle = 0, sample = 1 } state_type;
state_type state;
reg [7:0] data = 0;
always@(negedge sclk)
begin
case (state)
idle: begin
done <= 1'b0;
if(cs == 1'b0)
state <= sample;
else
state <= idle;
end
sample: 
begin
        if(count < 8)
        begin
        count <= count + 1;
        data <= {data[6:0],mosi};
        state <= sample;
        end
        else
        begin
        count <= 0;
        state <= idle;
        done  <= 1'b1;
        end
end
default : state <= idle;
endcase
end
assign dout = data;
endmodule
module top
(
input clk, rst, tx_enable,
output [7:0] dout,
output done
);
wire mosi, ss, sclk;
fsm_spi    spi_m (clk, rst, tx_enable, mosi, ss, sclk);
spi_slave  spi_s (sclk, mosi,ss, dout, done);
endmodule
==> run.sh <==
#!/bin/bash
# OpenROAD 26Q1-2900-gdf79404cd8, Yosys 0.63+post, stock flow scripts
make -C /OpenROAD-flow-scripts/flow DESIGN_CONFIG=/design/flow/config.mk WORK_HOME=/design/flow/orfs finish
==> config.mk <==
export PLATFORM = sky130hd
export DESIGN_NAME = top
export DESIGN_NICKNAME = top
export VERILOG_FILES = /design/flow/design.v
export SDC_FILE = /design/flow/constraint.sdc
export NUM_CORES = 4
export LEC_CHECK = 1
export CORE_UTILIZATION = 50
==> constraint.sdc <==
current_design top

set clk_period 4.0
set clk_io_pct 0.2

create_clock -name clk0 -period $clk_period [get_ports {clk}]

set non_clock_inputs [all_inputs -no_clocks]
set_input_delay [expr $clk_period * $clk_io_pct] -clock clk0 $non_clock_inputs
set_output_delay [expr $clk_period * $clk_io_pct] -clock clk0 [all_outputs]
==> reports/results.ini <==
[outcome]
status=finished, final reports clean

[clocking]
cts_tree=yes
cts_root_buf=clkbuf_8
clkTransAtPathRegs_ns=0.08
max-clock-path-buffers=2
cts_resized=0
cts_htree_levels=2
cts_buffers=5
holdBufCountCts=0
post_cts_buffers=0
clk_latency_ns=0.29

[synth]
synthCells=437
edf_count=76
netlist_top_cells_count=edfxtp_1 (76), nor2_1 (41), a21oi_1 (34)
ys_sh_xor=0.04619
ys_sh_simple=0.2554
ys_sh_aoi=0.1064
ys_ff=84
mux_share=0.004399
yosys_warnings=2
synthesis.area_um2=4551
ys_chip_area_um2=4551
ys_async_sr_fraction=0
fa_ha_area_frac=0.02200
area_leaders=edfxtp_1 (50%), a21oi_1 (3.7%), or4_1 (3.5%)
synth.most_common_cell=edfxtp_1
synth_top_flop_cell=edfxtp_1
top_logic_kind=simple AND/OR/NAND/NOR gates
yosysTopAreaCell=edfxtp_1
ys_cells=437
avgSynthCellArea_um2=10.41
synth.distinct_cells=40
synthDominantCellAreaShare=0.5015

[worst_setup_path]
cp.arrival_ns=2.64
cp_max_fo=12
crit_type=reg -> reg
crit_path_end_kind=register
crit_required_ns=4.14
cp-start-kind=register

[sta]
period_used_share=0.6252
skew_ns=0.007842
unclocked_regs=44
setup-tns-final_ns=0
hold_violations=0
untimed_endpoints=94
slew_viol_final=0
clock.fmax_mhz=399.8
rsz0062_at_grt=no
slew_headroom=0.4654
worst_slew_pin_slew_ns=0.8020
fin_crit_ns=2.501
finalSetupViolations=0

[detailed_routing]
m1WireLength_mm=4.013
drc=0
wl_met2_mm=4.427
ant_nets=0
wl_per_cell_um=16.01
first_pass_iters=4
num_antenna_cells=0
dr_wl_met3_um=287
drtIter0Drc=89
vias=3346
top_layer_used=met4
viasPerCell=6.095
drt-total-wl_mm=8.791

[power]
peakVddDrop_mv=0.2955
total_power_uw=994.0
p_leak_uw=0.001527
power_density_nw_per_um2=205.3

[global_routing]
grt_max_degree=43
grt-ovfl-total=0
first_global_vias=3156
track_usage=0.2057
grt_pass1_wl_mm=15.19
antenna_found_initial=0

[floorplan]
fp.coreArea_um2=8763
dieArea_um2=9487
rows=34
die_h_um=97.40
die_w_um=97.40
initial_core_util=0.5193
pin_count=12

[final_layout]
postLayoutCoreUtil=0.5525
fill_cells=774
fin_area_um2=4842
syn2layout_area_growth_pct=6.406
drive_above_1_share=0.04082

[place]
gp_congestion=0.8484
placed_cell_area_um2=4762
dp_hpwl_mm=6.273
io_buffer_count=11

[flow_run]
warnings=27
maxCapViolCount=0

[worst_hold_path]
hp-class=reg -> reg

power by group:
part	leakage, µW	switching [µW]	total, µW	internal [µW]
Combinational	0.000640	70.3	113	42.6
Clock	0.0000399	135	256	122
Sequential	0.000847	50.3	625	575
area by class of cell:
type                    count  area (µm²)  area share
repair buffers             16       147.6     0.03049
clock buffers               7       76.32     0.01576
multi-input cells         318        1991      0.4111
clock inverters             1       3.754   0.0007752
inverters                  15       56.30     0.01163
well taps                 108       135.1     0.02791
flip-flops and latches     84        2432      0.5023
kinds of logic after synthesis:
kind of cell | count (synthesis)
compound gates | 79
flops | 82
latches | 2
xor+xnor | 24
buf+inv | 35
fa+ha+maj | 8
mux | 2
simple gates | 205
metal layers:
metal,vias to the layer above,track usage
li1,1701,-
met2,68,0.3416
met4,0,0.01923
met1,1573,0.3280
met3,4,0.02489
met5,-,0
per-stage QoR:
stage          cells  hold slack [ns]  worst slack, ns
2_1_floorplan    437           0.4610            1.041
3_3_place_gp     541           0.5003            1.472
3_5_place_dp     541           0.5121            1.506
4_1_cts          549           0.5249            1.479
5_1_grt          549           0.5582            1.215
6_report         549           0.5212            1.499
cell usage in the layout (no fill, tap or decap), types with 3 or more instances in the layout:
| cell | instances |
|---|---|
| a21oi_1 | 34 |
| and2_1 | 6 |
| and4_1 | 14 |
| buf_4 | 5 |
| clkbuf_8 | 5 |
| clkdlybuf4s50_1 | 11 |
| dfxtp_1 | 6 |
| edfxtp_1 | 76 |
| ha_1 | 8 |
| inv_1 | 15 |
| nand2_1 | 25 |
| nand3_1 | 25 |
| nand4_1 | 19 |
| nand4_2 | 3 |
| nor2_1 | 41 |
| nor2b_1 | 5 |
| nor3_1 | 7 |
| nor4_1 | 21 |
| o21ai_0 | 13 |
| o31ai_1 | 18 |
| or3_1 | 11 |
| or4_1 | 21 |
| xnor2_1 | 10 |
| xor2_1 | 14 |
state kept, by name (all words and copies together) (netlist names):
| register | flops |
|---|---|
| spi_m.state | 4 |
| spi_s.count | 32 |
| spi_m.bit_count | 32 |
| spi_s.done | 1 |
| spi_m.cs | 1 |
| spi_m.spi_sclk | 1 |
| spi_s.data | 8 |
| spi_s.state | 1 |
| spi_m.mosi | 1 |
| spi_m.count | 3 |
worst paths after layout:
check | from | endpoint | slack (ns) | depth (start not counted)
min | spi_m.state[0] | spi_m.state[2] | 0.52 | 2
max reg2reg | spi_m.bit_count[3] | spi_m.bit_count[27] | 1.50 | 5
min reg2reg | spi_m.state[0] | spi_m.state[2] | 0.52 | 2
max | spi_m.bit_count[3] | spi_m.bit_count[27] | 1.50 | 5
critical path: stages (launching register included):
cell and delay (ns):
edfxtp_1 0.46, ha_1 0.20, nand4_2 0.27, or4_1 0.72, or4_1 0.54, a21oi_1 0.15
Power and IR drop assume default switching activity.
